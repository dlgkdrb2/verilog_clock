## config.mk

```make
export PLATFORM = sky130hd
export DESIGN_NAME = top_7seg_clock2
export DESIGN_NICKNAME = top_7seg_clock2
export VERILOG_FILES = /design/flow/design.v
export SDC_FILE = /design/flow/constraint.sdc
export NUM_CORES = 4
export LEC_CHECK = 1
export CORE_AREA = 10 10 99 99
export DIE_AREA = 0 0 109 109
```

## constraint.sdc

```tcl
current_design top_7seg_clock2

set clk_period 6.1
set clk_io_pct 0.2

create_clock -name clk0 -period $clk_period [get_ports {clk_100MHz}]

set non_clock_inputs [all_inputs -no_clocks]
set_input_delay [expr $clk_period * $clk_io_pct] -clock clk0 $non_clock_inputs
set_output_delay [expr $clk_period * $clk_io_pct] -clock clk0 [all_outputs]
```

## design.v

```verilog
module top_7seg_clock2(clk_100MHz, reset, B0, B1, blink, seg);
	input clk_100MHz, reset, B0, B1;
	output blink;
	output [48:0] seg;
	wire [5:0] v_seconds, v_minutes, v_hours;
	wire [2:0] hrs_tens, mins_tens, secs_tens;
	wire [3:0] hrs_ones, mins_ones, secs_ones;
	wire [3:0] state;
	controller ctr (.clk(clk_100MHz), .reset(reset), .B0(B0), .B1(B1), .state(state));
	middle_7seg_clock middle (.clk_100MHz(clk_100MHz), .reset(reset), .state(state), .B0(B0), .B1(B1), 
	.blink(blink), .hrs_tens(hrs_tens), .hrs_ones(hrs_ones), .mins_tens(mins_tens), .mins_ones(mins_ones), .secs_tens(secs_tens), .secs_ones(secs_ones));
	seg7_control seg7(.clk_100MHz(clk_100MHZ), .reset(reset), .hrs_tens(hrs_tens), .hrs_ones(hrs_ones), .mins_tens(mins_tens), .mins_ones(mins_ones), 
	.secs_tens(secs_tens), .secs_ones(secs_ones), .state(state), .seg(seg));
endmodule
module middle_7seg_clock(clk_100MHz, reset, state, B0, B1, blink, hrs_tens, hrs_ones, mins_tens, mins_ones, secs_tens, secs_ones);
	input clk_100MHz, reset, B0, B1;
	input [3:0] state;
	output blink;
	output [2:0] hrs_tens, mins_tens, secs_tens;
	output [3:0] hrs_ones, mins_ones, secs_ones;
	wire [5:0] v_seconds, v_minutes, v_hours;
	top_bin_clock bin(.clk_100MHz(clk_100MHz), .reset(reset), .state(state), .B0(B0), .B1(B1), .sig_1Hz(blink), .hours(v_hours), .minutes(v_minutes), .seconds(v_seconds));
	bin2bcd2 hrs(.bin_in(v_hours), .tens(hrs_tens), .ones(hrs_ones));
	bin2bcd1 mins(.bin_in(v_minutes), .tens(mins_tens), .ones(mins_ones));
	bin2bcd1 secs(.bin_in(v_seconds), .tens(secs_tens), .ones(secs_ones));
endmodule
module controller(clk, reset, B0, B1, state);
	input clk, reset, B0, B1;
	output [3:0] state;
	reg [3:0] state_t;
	localparam s00=1, s01=2, s02=3, s10=5, s11=6, s12=7, s20=9, s21=10, s22=11;
	always @(posedge clk or posedge reset) begin
		if (reset) state_t <= s00;
		else begin
			state_t <= s00;
			case (state_t)
				s00:	if(B0) state_t <= s10;  
						else if(B1) state_t <= s01;  
				s01:	if(B1) state_t <= s02;  
				s02:	if(B1) state_t <= s00;  
				s10:	if(B0) state_t <= s20;  
						else if(B1) state_t <= s11;  
				s11:	if(B0) state_t <= s12;  
				s12:	if(B0) state_t <= s11;  
						else if(B1) state_t <= s10;  
				s20:	if(B0) state_t <= s00;  
						else if(B1) state_t <= s21;  
				s21:	if(B1) state_t <= s22;  
				s22:	if(B1) state_t <= s20;  
				default: state_t <= s00;
			endcase
		end
	end
	assign state = state_t;
endmodule
module btn_debouncer(clk_100MHz, btn_in, btn_out);
	input clk_100MHz, btn_in;
	output btn_out;
	reg temp1, temp2, temp3;
	always @(posedge clk_100MHz) begin
		temp1 <= btn_in;
		temp2 <= temp1;
		temp3 <= temp2;
	end
	assign btn_out = temp3;
endmodule
module oneHz_generator(clk_100MHz, clk_1Hz);
	input clk_100MHz;
	output clk_1Hz;
	reg [25:0] counter_reg = 0;
	reg clk_out_reg = 0;
	always @(posedge clk_100MHz) begin
		if(counter_reg == 24_999_999) begin
			counter_reg <= 0;
			clk_out_reg <= ~clk_out_reg;
		end
		else counter_reg <= counter_reg + 1;
	end
	assign clk_1Hz = clk_out_reg;
endmodule
module seconds(clk_1Hz, reset, inc_minutes, seconds);
	input clk_1Hz, reset;
	output inc_minutes;
	output [5:0] seconds;
	reg [5:0] sec_ctr;
	always @(posedge clk_1Hz or posedge reset) begin
		if(reset) sec_ctr <= 0;
		else 
			if(sec_ctr == 59) sec_ctr <= 0;
			else sec_ctr <= sec_ctr + 1;
	end
	assign inc_minutes = (sec_ctr == 59) ? 1 : 0;
	assign seconds = sec_ctr;
endmodule
module minutes(inc_minutes, reset, inc_hours, minutes);
	input inc_minutes, reset;
	output inc_hours;
	output [5:0] minutes;
	reg [5:0] min_ctr;
	always @(negedge inc_minutes or posedge reset) begin
		if(reset) min_ctr <= 0;
		else 
			if(min_ctr == 59) min_ctr <= 0;
			else min_ctr <= min_ctr + 1;
	end
	assign inc_hours = (min_ctr == 59) ? 1 : 0;
	assign minutes = min_ctr;
endmodule
module hours(inc_hours, reset, hours);
	input inc_hours, reset;
	output [5:0] hours;
	reg [5:0] hrs_ctr;
	always @(negedge inc_hours or posedge reset) begin
		if(reset) hrs_ctr <= 0;
		else
			if(hrs_ctr==23) hrs_ctr <= 0;
			else hrs_ctr <= hrs_ctr + 1;
	end
	assign hours = hrs_ctr;
endmodule
module top_bin_clock(clk_100MHz, reset, state, B1, B0, hours, sig_1Hz, minutes, seconds);
	input clk_100MHz, reset, B1, B0;
	input [3:0] state;
	output [5:0] hours;
	output sig_1Hz;
	output [5:0] minutes, seconds;
	wire w_1Hz;
	wire B0_db, reset_db, B1_db;
	wire w_inc_mins, w_inc_hrs;
	wire inc_mins_or, inc_hrs_or;
	btn_debouncer bL(.clk_100MHz(clk_100MHz), .btn_in(B0), .btn_out(B0_db));
	btn_debouncer bC(.clk_100MHz(clk_100MHz), .btn_in(reset), .btn_out(reset_db));
	btn_debouncer bR(.clk_100MHz(clk_100MHz), .btn_in(B1), .btn_out(B1_db));
	oneHz_generator uno(.clk_100MHz(clk_100MHz), .clk_1Hz(w_1Hz));
	seconds sec(.clk_1Hz(sig_1Hz), .reset(reset_db), .inc_minutes(w_inc_mins), .seconds(seconds));
	minutes min(.inc_minutes(inc_mins_or), .reset(reset_db), .inc_hours(w_inc_hrs), .minutes(minutes));
	hours hr(.inc_hours(inc_hrs_or), .reset(reset_db), .hours(hours));
	assign sig_1Hz = w_1Hz;
	assign inc_mins_or = (w_inc_mins | ~B1_db);
	assign inc_hrs_or = (w_inc_hrs | ~B0_db); 
endmodule
module bin2bcd1( bin_in, tens, ones);
	input [5:0] bin_in;
	output reg [2:0] tens;
	output reg [3:0] ones;
	always @* begin
		tens <= bin_in / 10;
		ones <= bin_in % 10;
	end
endmodule
module bin2bcd2( bin_in, tens, ones);
	input [5:0] bin_in;
	output reg [2:0] tens;
	output reg [3:0] ones;
	always @* begin
		if(bin_in<10) begin tens<=0; ones <=bin_in; end
		else if(bin_in<20) begin tens<=1; ones <= bin_in % 10; end
		else begin tens <= 2; ones <= bin_in % 10; end
	end
endmodule
module seg7_control(clk_100MHz, reset, hrs_tens, hrs_ones, mins_tens, mins_ones, secs_tens, secs_ones, state, seg);
	input clk_100MHz, reset;
	input [2:0] hrs_tens, mins_tens, secs_tens;
	input [3:0] hrs_ones, mins_ones, secs_ones;
	input [3:0] state;
	output reg [48:0] seg;
	always @(*)begin
		case(state)
		1: seg = { 7'b100_1111, seg[41:0]};
		2: seg = { 7'b001_0010, seg[41:0]};
		3: seg = { 7'b000_0110, seg[41:0]};
		5: seg = { 7'b010_0100, seg[41:0]};
		6: seg = { 7'b010_0000, seg[41:0]};
		7: seg = { 7'b000_1111, seg[41:0]};
		default : seg = { 7'b111_1111, seg[41:0] };
		endcase
	end
	always @(*)begin
		case(hrs_tens)
		0: seg = { seg[48:42], 7'b000_0001, seg[34:0]  }; 
		1: seg = { seg[48:42], 7'b100_1111, seg[34:0]  }; 
		2: seg = { seg[48:42], 7'b001_0010, seg[34:0] };  
		default:  seg = { seg[48:42], 7'b111_1111, seg[34:0] }; 
		endcase
	end
	always @(*)begin
		case(hrs_ones)
		0: seg = { seg[48:35], 7'b000_0001, seg[27:0]   }; 
		1: seg={seg[48:35], 7'b100_1111, seg[27:0]   };
		2: seg={seg[48:35], 7'b001_0010, seg[27:0]   };
		3: seg={seg[48:35], 7'b000_0110, seg[27:0]   };
		4: seg={seg[48:35], 7'b100_1100, seg[27:0]   };
		5: seg={seg[48:35], 7'b010_0100, seg[27:0]   };
		6: seg={seg[48:35], 7'b010_0000, seg[27:0]   };
		7: seg={seg[48:35], 7'b000_1111, seg[27:0]   };
		8: seg={seg[48:35], 7'b000_0000, seg[27:0]   };
		9: seg={seg[48:35], 7'b000_0100, seg[27:0]   };		
		default:  seg = {seg[48:35], 7'b111_1111, seg[27:0]   };
		endcase
	end
	always @(*)begin
		case(mins_tens)
		0: seg={ seg[48:28],7'b000_0001, seg[20:0]}; 
		1: seg={ seg[48:28],7'b100_1111, seg[20:0]};  
		2: seg={ seg[48:28],7'b001_0010, seg[20:0]};  
		3: seg={ seg[48:28],7'b000_0110, seg[20:0]};  
		4: seg={ seg[48:28],7'b100_1100, seg[20:0]};  
		5: seg={ seg[48:28],7'b010_0100, seg[20:0]};   
		default:  seg={ seg[48:28],7'b111_1111, seg[20:0]};  
		endcase
	end
	always @(*)begin
		case(mins_ones)
		0: seg={ seg[48:21],7'b000_0001, seg[13:0]};  
		1: seg={ seg[48:21],7'b100_1111, seg[13:0]};  
		2: seg={ seg[48:21],7'b001_0010, seg[13:0]};  
		3: seg={ seg[48:21],7'b000_0110, seg[13:0]};  
		4: seg={ seg[48:21],7'b100_1100, seg[13:0]};  
		5: seg={ seg[48:21],7'b010_0100, seg[13:0]};  
		6: seg={ seg[48:21],7'b010_0000, seg[13:0]}; 
		7: seg={ seg[48:21],7'b000_1111, seg[13:0]}; 
		8: seg={ seg[48:21],7'b000_0000, seg[13:0]}; 
		9: seg={ seg[48:21],7'b000_0100, seg[13:0]}; 
		default:  seg={ seg[48:21],7'b111_1111, seg[13:0]}; 
		endcase
	end
	always @(*)begin
		case(secs_tens)
		0: seg={ seg[48:14],7'b000_0001, seg[6:0]}; 
		1: seg={ seg[48:14],7'b100_1111, seg[6:0]};  
		2: seg={ seg[48:14],7'b001_0010, seg[6:0]};  
		3: seg={ seg[48:14],7'b000_0110, seg[6:0]};  
		4: seg={ seg[48:14],7'b100_1100, seg[6:0]};  
		5: seg={ seg[48:14],7'b010_0100, seg[6:0]};   
		default:  seg={ seg[48:14],7'b111_1111, seg[6:0]};  
		endcase
	end
	always @(*)begin
		case(secs_ones)
		0: seg={ seg[48:7],7'b000_0001};  
		1: seg={ seg[48:7],7'b100_1111};  
		2: seg={ seg[48:7],7'b001_0010};  
		3: seg={ seg[48:7],7'b000_0110};  
		4: seg={ seg[48:7],7'b100_1100};  
		5: seg={ seg[48:7],7'b010_0100};  
		6: seg={ seg[48:7],7'b010_0000}; 
		7: seg={ seg[48:7],7'b000_1111}; 
		8: seg={ seg[48:7],7'b000_0000}; 
		9: seg={ seg[48:7],7'b000_0100}; 
		default:  seg={ seg[48:7],7'b111_1111}; 
		endcase
	end
endmodule
```

## run.sh

```bash
#!/bin/bash
# OpenROAD 26Q1-2900-gdf79404cd8, Yosys 0.63+post, stock flow scripts
make -C /OpenROAD-flow-scripts/flow DESIGN_CONFIG=/design/flow/config.mk WORK_HOME=/design/flow/orfs finish
```

==> results_tabular.tex <==
% Generated from flow reports
\begin{tabular}{lr}
\hline
Metric & Value \\
\hline
\multicolumn{2}{l}{\textbf{Yosys}} \\
Synth top area share & 33.07\% \\
Post-Synthesis Cells & 179 \\
Yosys cell count & 179 \\
Average size of a mapped cell & 8.793 sq um \\
Biggest area cells & sky130\_fd\_sc\_hd\_\_dfxtp\_1 (33\%), sky130\_fd\_sc\_hd\_\_buf\_4 (24\%), sky130\_fd\_sc\_hd\_\_xor2\_1 (4.5\%) \\
Count of different cell masters after synthesis & 34 \\
Sequential fraction of the synthesis area & 34.98\% \\
Cell area after synthesis & 0.001574 sq mm \\
Yosys warnings & 213 \\
Post-synth regs & 27 \\
Yosys stat area & 0.001574 sq mm \\
Cell taking the most area after synthesis & sky130\_fd\_sc\_hd\_\_dfxtp\_1 \\
\multicolumn{2}{l}{\textbf{Timing}} \\
Unrepaired setup endpoints after global routing & no \\
Final hold violation count & 0 \\
Final setup fails & 0 \\
Final slew viol count & 0 \\
Fmax & 429.8 MHz \\
Headroom to the max-slew limit & 61.41\% \\
Setup tns final & 0 ns \\
Slew at the pin closest to its max-slew limit & 0.5758 ns \\
Minimum clock period & 2.327 ns \\
Period utilization & 38.14\% \\
Final worst clock skew & 0.002870 ns \\
\multicolumn{2}{l}{\textbf{Floorplanning}} \\
Chip area & 0.01188 sq mm \\
Core utilization before placement & 20.37\% \\
Core footprint & 0.007727 sq mm \\
I/O Pins & 54 \\
Die W & 109 um \\
Die Y-Extent & 109 um \\
Cell Rows & 32 \\
\multicolumn{2}{l}{\textbf{Clock network}} \\
Clock edge transition at the registers on the reported setup and hold paths & 0.09 ns \\
CTS Sinks & 27 \\
Clock tree root driver cell & sky130\_fd\_sc\_hd\_\_clkbuf\_8 \\
Maximum buffer depth of the clock tree & 2 \\
Post-cts repair resize count & 0 \\
Clock tree from TritonCTS & built \\
Number of H-tree levels & 1 \\
Later-pin clock latency in the skew report & 0.27 ns \\
Inserted Clock Buffers & 3 \\
Total setup buffers inserted after CTS & 0 \\
Hold Buf Count CTS & 0 \\
\multicolumn{2}{l}{\textbf{Detailed routing}} \\
Total via count after detailed routing & 1,012 \\
Starting DRC count in detailed routing & 25 \\
Final ANT Viol Nets & 0 \\
Routed length per instance & 9.678 um \\
Number of search-and-repair iterations in the first detailed-routing pass & 4 \\
Detailed-route DRC error count & 0 \\
Post-Route WL & 2.739 mm \\
Average via count per standard cell & 3.576 \\
Antenna diodes & 0 \\
\multicolumn{2}{l}{\textbf{Final layout}} \\
Layout Area Growth over Synthesis & -1.113\% \\
Flip-flop count of the largest register after layout & 26 \\
Fraction of layout cells with a size suffix above 1 & 5.525\% \\
Sequential cell area & 550.5 sq um \\
Logic area & 800.8 sq um \\
Fill count & 852 \\
\multicolumn{2}{l}{\textbf{Pwr}} \\
PnR Total Power & 0.2794 mW \\
Standby leakage power & 0.6818 nW \\
Pwr Density & 179.5 mW/mm\^{}2 \\
Worst vdd ir & 0.00004598 V \\
\multicolumn{2}{l}{\textbf{Worst setup path}} \\
Worst-path fanout max & 2 \\
Data arrival time of the worst path & 1.11 ns \\
Crit path largest cell delay & 0.48 ns \\
Crit path max-delay cell type & sky130\_fd\_sc\_hd\_\_clkdlybuf4s50\_1 \\
Data required, critical path & 4.88 ns \\
Worst Setup Start Kind & register \\
Delay-heaviest family, CP & buffers and inverters \\
Ordered cell list for the critical path & clkdlybuf4s50\_1 \\
Launching element of the worst setup path & middle.bin.uno.clk\_out\_reg\$\_DFFE\_PN\_ \\
Kind of critical path & reg2out \\
Kind of capture point of the worst setup path & primary output \\
Beginning of the worst register-to-register path & middle.bin.uno.counter\_reg[0]\$\_SDFF\_PN0\_ \\
Count of buffer and inverter cells on the critical path & 1 \\
\multicolumn{2}{l}{\textbf{Place}} \\
Placed wire-length estimate after detailed placement & 2.073 mm \\
Count of buffers from port buffering & 1 \\
Routability congestion estimate & 0.7649 \\
\multicolumn{2}{l}{\textbf{GRT}} \\
Aggregate global-route resource usage & 4.562\% \\
Via count of the first global-routing pass & 1,044 \\
Congestion Overflow GR & 0 \\
Maximum number of pins on one net before global-route repair & 15 \\
First-pass GRT wire length & 4.712 mm \\
Initial antenna violation count & 0 \\
\multicolumn{2}{l}{\textbf{Job}} \\
Number of max-cap violations & 0 \\
OpenROAD warning count & 28 \\
\multicolumn{2}{l}{\textbf{Hold path}} \\
Classification of the worst-slack hold path & reg2reg \\
Source of the worst hold timing path & middle.bin.uno.counter\_reg[0]\$\_SDFF\_PN0\_ \\
\multicolumn{2}{l}{\textbf{Status}} \\
Run status & complete, no violations \\
\hline
\end{tabular}
==> power breakdown <==
part           internal (mW)  total, mW  switching, mW
combinational              0    0.00179        0.00179
clock                 0.0468      0.101         0.0538
sequential             0.177      0.177              0
total                  0.224      0.279         0.0556
==> worst register-to-register path: stages (launching register included) <==
cell	delay (ns)
sky130_fd_sc_hd__dfxtp_1	0.38
sky130_fd_sc_hd__ha_1	0.22
sky130_fd_sc_hd__and4_1	0.37
sky130_fd_sc_hd__nand3b_1	0.16
sky130_fd_sc_hd__nor3_2	0.53
sky130_fd_sc_hd__buf_4	0.28
==> Yosys cell counts, drive strengths merged <==
cell,number
nor2,6
nand2,10
xnor2,5
and3,5
dfxtp,26
nand3,8
or3,7
and4,3
nand4,6
and4b,1
xor2,8
o21ai,8
conb,1
inv,4
o31ai,3
nor4,2
or4,3
nand3b,1
ha,1
a21oi,10
edfxtp,1
buf,52
nor4b,1
nand4b,1
and2,2
nor2b,1
nor3,3
==> worst paths after layout <==
path / endpoint / cells past startpoint / slack, ns
hold / removal: middle.bin.uno.counter_reg[0]$_SDFF_PN0_ / 1 / 0.46
hold reg to reg: middle.bin.uno.counter_reg[0]$_SDFF_PN0_ / 1 / 0.46
setup / recovery: blink / 1 / 3.77
setup reg to reg: middle.bin.uno.clk_out_reg$_DFFE_PN_ / 5 / 3.90
==> cell families (layout without fill, tap and decap cells) <==
kind of cell | Yosys count | in the layout | share of synthesized area [%]
xor+xnor | 13 | 13 | 7.234
fa+ha+maj | 1 | 1 | 0.7948
buf+inv | 56 | 10 | 25.60
flops | 27 | 27 | 34.98
compound gates | 21 | 21 | 7.154
other cells | 1 | 49 | 0.2382
simple gates | 60 | 60 | 24.01
==> area by class of cell <==
class,count,area share (%)
multi-input cells,144,51.45
clock buffers,4,2.894
well taps,102,8.199
inverters,4,0.9646
repair buffers,2,1.125
flip-flops and latches,27,35.37
==> per-stage QoR <==
step / hold WS (ns) / util (%) / cells / instance area, sq um / setup WS (ns)
floorplan: 0.4261 / - / 227 / 1754 / 4.318
global placement: 0.4427 / 19.56 / 279 / 1511 / 3.890
detailed placement: 0.4512 / 19.56 / 279 / 1511 / 3.922
CTS: 0.4728 / 20.14 / 283 / 1556 / 3.738
global route: 0.4853 / 20.14 / 283 / 1556 / 3.707
finish: 0.4648 / 20.14 / 283 / 1556 / 3.773
==> metal layers <==
layer	part of all wire, %	vias to the layer above	GRT usage [%]
met5	0	-	0
met4	1.5	0	0.7533
met3	2.7	2	0.4779
met2	45	33	7.241
met1	51	454	6.652
li1	-	523	-
==> cells in the final DEF, fill, tap and decap left out, types with 2 or more instances in the layout <==
master	instances
sky130_fd_sc_hd__a21oi_1	10
sky130_fd_sc_hd__and2_1	2
sky130_fd_sc_hd__and3_1	4
sky130_fd_sc_hd__and4_1	2
sky130_fd_sc_hd__clkbuf_8	3
sky130_fd_sc_hd__conb_1	49
sky130_fd_sc_hd__dfxtp_1	26
sky130_fd_sc_hd__inv_1	4
sky130_fd_sc_hd__nand2_1	10
sky130_fd_sc_hd__nand3_1	7
sky130_fd_sc_hd__nand4_1	5
sky130_fd_sc_hd__nor2_1	6
sky130_fd_sc_hd__nor3_1	2
sky130_fd_sc_hd__o21ai_0	8
sky130_fd_sc_hd__o31ai_1	3
sky130_fd_sc_hd__or3_1	7
sky130_fd_sc_hd__or4_1	3
sky130_fd_sc_hd__xnor2_1	5
sky130_fd_sc_hd__xor2_1	8
Power and IR drop assume default switching activity.
